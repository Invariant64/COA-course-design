File: flow/design.v
module gpr (
    input clk,
    input [4:0] read1, read2,
    input [4:0] write,
    input [31:0] write_data,
    input wd,
    output [31:0] data1, data2
);
    reg [31:0] rgs[31:0];
    assign data1 = rgs[read1];
    assign data2 = rgs[read2];
    integer i;
    initial begin
        for (i = 0; i < 32; i = i + 1)
        begin
            rgs[i] = 32'h00000000;
        end
    end
    always @ (posedge clk)
    begin
        if (wd) begin
            if (write != 5'b0) 
                rgs[write] <= write_data;
        end
    end
endmodule
File: flow/run.sh
#!/bin/bash
# OpenROAD 26Q1-2900-gdf79404cd8, Yosys 0.63+post, stock flow scripts
make -C /OpenROAD-flow-scripts/flow DESIGN_CONFIG=/design/flow/config.mk WORK_HOME=/design/flow/orfs finish
File: flow/config.mk
export PLATFORM = sky130hd
export DESIGN_NAME = gpr
export DESIGN_NICKNAME = gpr
export VERILOG_FILES = /design/flow/design.v
export SDC_FILE = /design/flow/constraint.sdc
export NUM_CORES = 4
export LEC_CHECK = 1
export CORE_UTILIZATION = 50
File: flow/constraint.sdc
current_design gpr

set clk_period 6.0
set clk_io_pct 0.2

create_clock -name clk0 -period $clk_period [get_ports {clk}]

set non_clock_inputs [all_inputs -no_clocks]
set_input_delay [expr $clk_period * $clk_io_pct] -clock clk0 $non_clock_inputs
set_output_delay [expr $clk_period * $clk_io_pct] -clock clk0 [all_outputs]
==> ci_impl_report.md <==
## Implementation flow summary

| Metric | Value |
|---|---|
| Maximum root-to-sink buffer count | 3 |
| Worst setup path category | in2out |
| TritonRoute pass-1 iters | 6 |
| Pwr dens | around 290 nW/um^2 |
| Worst Path Max Fanout | 15 |
| Final GP Congestion | between 0.8 and 0.9 |
| CTS Buf Count | around 110 |
| Grt ovf | 0 |
| Post-synth regs | 1024 |
| Initial DRC Count | 2373 |
| CTS sink count | roughly 1000 |
| Syn Area/Cell | about 14 um^2 |
| VDD IR max | about 220 uV |
| CP max-delay cell | nor2b_4 |
| Number of enable flip-flop cells | between 1000 and 1500 |
| IO Port Bufs | roughly 110 |
| Asr flop ratio synth | 0 |
| Crit path cell chain | clkdlybuf4s50_1 -> nor2b_4 -> a22o_1 -> nor3_1 -> a31oi_1 -> nand3_1 -> clkdlybuf4s50_1 |
| Post-CTS Hold Fix Bufs | 0 |
| Clock network fraction of design power | 0.399 |
| Net Sw Frac | 0.231 |
| Dominant Register Cell | edfxtp_1 |
| Leak Pwr | roughly 20 nW |
| Sequential power share | 0.505 |
| Worst Setup End Kind | primary output |
| Core Region | 96700 um^2 |
| Status | completed |
| Final WL | about 150000 um |
| Biggest register | rgs |
| Vias per inst | about 6.4 |
| Number of max-cap violations | 0 |
| Vias in the first global route | approximately 33000 |
| Setup violators final | 0 |
| Share of post-route cells with drive strength above 1 | 0.0966 |
| Slew HR | 0.286 |
| Setup WS pre-CTS | 0.675 ns |
| Worst endpoint data arrival time | 4.16 ns |
| Warnings, synthesis | 1 |
| Gr usage total | 0.341 |
| Tot Pwr | roughly 0.016 W |
| Top cells by area | edfxtp_1 (63%), mux2i_1 (21%), a22oi_1 (3.0%) |
| Rows | roughly 110 |
| Critical path's most frequent cell | clkdlybuf4s50_1 |
| Sequential area share after synthesis | 0.631 |
| Yosys cell count | between 3000 and 4000 |
| Post-CTS Resized | 0 |
| Internal | about 0.012 W |
| Number of fill cells in the layout | roughly 7300 |
| Max reg flops | around 1000 |
| Final hold violations | 0 |
| Boundary pin count | between 100 and 150 |
| Clock root buffer | clkbuf_16 |
| Cell Area, Synth | a little under 50000 um^2 |
| Comb power frac | 0.096 |
| Slew at the pin with the worst max-slew slack | between 1 and 1.5 ns |
| Unrepaired setup endpoints after global routing | no |
| DR WL/cell | 31.0 um |
| Cells after Synth | around 3400 |
| Setup WS post-layout | roughly 0.64 ns |
| Pin count of the biggest net entering global routing | between 90 and 100 |
| H-tree Lvls | 3 |
| Post-synth top cells | edfxtp_1 (1024), mux2i_1 (1024), nand2_1 (195) |
| DR DRC count | 0 |
| Min cycle time layout | between 5 and 6 ns |
| Log Warnings | 26 |
| Global-route wire length before repair | between 200000 and 250000 um |
| Post-CTS Setup Inserts | 0 |
| Max-area cell share | 0.631 |
| Slew Limit Fails | 0 |
| Routed Antenna Nets | 0 |
| Crit path DRT | around 4.8 ns |
| Die height | between 300 and 400 um |
| Crit share post-route | 0.894 |
| Hold Path Class | in2reg |
| Biggest regs | rgs x1024 |
| Die area | ~100000 um^2 |
| Fp util | 0.504 |
| CTS tree | built |
| Crit path launch type | input pin |
| Synth cell types | 24 |
| Initial antenna violation count | 1 |
| FMAX | approximately 190 MHz |
| Yosys stat area | 48800 um^2 |
| Dpl hpwl | 86900 um |
| CP max stage delay | 0.65 ns |
| Area Growth Syn to Fin | 13.6% |
| Area leader, netlist | edfxtp_1 |
| Via count | between 30000 and 40000 |
| Sw Pwr | approximately 0.0037 W |
| Die width | approximately 310 um |
| Worst-path clk slew | about 0.06 ns |
| Setup tns final | 0 ns |
==> final cells by class <==
cell class / instances / area (um^2) / area share
Timing Repair Buffer: 267 / 2870 / 0.0518
Antenna cell: 1 / 2.50 / 0.0000452
Sequential cell: 1024 / 30700 / 0.555
Clock inverter: 55 / 433 / 0.00781
Tap cell: 1276 / 1600 / 0.0288
Clock buffer: 136 / 2870 / 0.0518
Multi-Input combinational cell: 2140 / 16900 / 0.305
==> routing by layer <==
metal / global-route usage / up-vias / wire [um]
li1: - / 13700 / -
met1: 0.466 / 15100 / 54500
met2: 0.466 / 2027 / 66800
met3: 0.235 / 323 / 25000
met4: 0.0927 / 8 / 5290
met5: 0.0251 / - / 289
==> stage by stage <==
step	util	hold slack (ns)	std cells	cell area, um^2
6_report	0.573	1.34	4899	55400
5_1_grt	0.573	1.35	4898	55400
4_1_cts	0.573	1.31	4898	55400
3_5_place_dp	0.539	2.03	4707	52100
3_3_place_gp	0.539	2.03	4707	52100
2_1_floorplan	-	1.30	3417	48900
==> cell usage in the layout, fill, tap and decap left out, types with 4 or more instances in the layout <==
master and instances:
a21oi_1 192, a22o_1 128, a22oi_1 192, a31oi_1 64
buf_12 46, buf_4 109, bufinv_16 7, clkbuf_1 25
clkbuf_16 111, clkdlybuf4s50_1 110, clkinv_1 23, clkinv_2 21
conb_1 32, edfxtp_1 1024, mux2i_1 1024, nand2_1 193
nand2b_2 4, nand3_1 194, nand3b_1 5, nor2_4 33
nor2b_4 4, nor3_1 64
==> worst paths after layout <==
| path | from | to | slack, ns | cells after the start |
|---|---|---|---|---|
| worst max-delay path | read2[0] | data2[4] | 0.64 | 7 |
| worst min-delay path | write_data[18] | rgs[23][18]$_DFFE_PP_ | 1.34 | 2 |
==> worst max-delay path, delay by kind of cell <==
| kind | cells | cell delay (ns) |
|---|---|---|
| buf+inv | 2 | 1.17 |
| simple gates | 3 | 1.10 |
| compound gates | 2 | 0.69 |
==> power by group through the flow <==
stage	Combinational (W)	Sequential (W)	Clock, W
after CTS	0.00152	0.00802	0.00642
final	0.00153	0.00802	0.00634
after global routing	0.00162	0.00803	0.00670
==> logic make-up after synthesis <==
group,Yosys count,share of synthesized area
other,1,0.0000769
multiplexers,1024,0.210
AND-OR/OR-AND,576,0.0805
AND/OR/NAND/NOR,508,0.0471
buffers and inverters,253,0.0315
flip-flops,1024,0.631
Power figures rest on the tool's default switching activity, not on a simulated workload.
