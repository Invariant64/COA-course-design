===== run.sh =====
#!/bin/bash
# OpenROAD 26Q1-2900-gdf79404cd8, Yosys 0.63+post, stock flow scripts
make -C /OpenROAD-flow-scripts/flow DESIGN_CONFIG=/design/flow/config.mk WORK_HOME=/design/flow/orfs finish

===== config.mk =====
export PLATFORM = sky130hd
export DESIGN_NAME = dev_timer
export DESIGN_NICKNAME = dev_timer
export VERILOG_FILES = /design/flow/design.v
export SDC_FILE = /design/flow/constraint.sdc
export NUM_CORES = 4
export LEC_CHECK = 1
export CORE_UTILIZATION = 40

===== constraint.sdc =====
current_design dev_timer

set clk_period 8.3
set clk_io_pct 0.2

create_clock -name clk0 -period $clk_period [get_ports {clk}]

set non_clock_inputs [all_inputs -no_clocks]
set_input_delay [expr $clk_period * $clk_io_pct] -clock clk0 $non_clock_inputs
set_output_delay [expr $clk_period * $clk_io_pct] -clock clk0 [all_outputs]

===== design.v =====
module dev_timer (
    input clk, reset,
    input [3:2] add,
    input write_en,
    input [31:0] data_in,
    output int_request,
    output [31:0] data_out
);
    reg [31:0] count, preset, ctrl;
    wire [1:0] mode;
    wire enable, im;
    initial begin
        count = 32'b0;
        preset = 32'b0;
        ctrl = 32'b0;
    end
    assign im = ctrl[3];
    assign mode = ctrl[2:1];
    assign count_enable = ctrl[0];
    assign int_request = (mode == 2'b00) && (im == 1'b1) && (count == 32'b0);
    assign data_out = (add == 2'b00) ? ctrl : 
                      (add == 2'b01) ? preset :
                      (add == 2'b10) ? count : 32'b0;
    always @ (posedge clk, posedge reset) begin
        if (reset) begin
            count = 32'b0;
            preset = 32'b0;
            ctrl = 32'b0;
        end
        else begin
            if (write_en) begin
                if (add == 2'b00) ctrl = {28'b0, data_in[3:0]};
                if (add == 2'b01) begin
                    preset = data_in;
                    count = preset;
                end
            end
            else if (count_enable) begin
                if (count > 0) count = count - 1;
                else if (count == 0) begin
                    if (mode == 2'b01) count = preset;
                end
            end
        end
    end
endmodule

==> Changelog: implementation <==
## Flow update

* Status: completed
* Worst-Margin Slew at 0.797 ns
* First-pass GRT wire length at roughly 21000 µm
* CP Class: input port to output pin
* Seq/Total Area, Yosys at 39.9%
* Area growth from synthesis to layout at 22.1%
* Final Hold Fails at 0
* Pwr Density at 211 mW/mm²
* Worst Path Required at approximately 6.6 ns
* CTS-repair resized insts at 0
* Core Area at 0.0103 mm²
* DRT antenna net count at 0
* Crit end category: output pin
* Top cell excl fill/tap: nand2_1
* Input/output buffers at 69
* Antenna violations before repair at 0
* CP startpoint kind: input port
* CTS tree: built
* Post-Syn Area at roughly 0.0043 mm²
* Clock latency (worst-skew pair) at 0.35 ns
* Fmax at 179 MHz
* Worst relative slew slack at 46.7%
* Post-DP HPWL at roughly 8600 µm
* Vias per std cell at 5.96
* H-Tree Depth at 3
* Die H at 105 µm
* # DRC at 0
* Clk root buf: clkbuf_8
* Max-cap violation count at 0
* Cell count listed in synth_stat.txt at 504
* Final antenna diode count at 0
* Post-Syn Instances at between 500 and 600
* Chip width at 105 µm
* Reg clk slew, reported paths at 0.07 ns
* Post-Syn Area per Cell at 8.47 µm²
* Worst R2R End: count[29]
* Setup Viol. Count Final at 0
* TNS Setup at 0 ns
* Cells after DPL at 680
* Final Cycle Share at between 60% and 70%
* Worst vdd ir at 0.116 mV
* Place WS at 2.69 ns
* Yosys Chip Area at 0.00427 mm²
* Critical path data arrival time at approximately 3.9 ns
* Crit path max fanout at 19
* CP Launch Point: add[2]
* Clk_skew at between 0.009 and 0.01 ns
* Dominant logic cell types in the final layout: nand2_1, dfrtp_1, clkdlybuf4s50_1, a22o_1, nand3_1
* Final GP Congestion at 0.911
* Synth warn at 2
* Routed vias at 4145
* GRT Overall Usage at 24.6%
* Static Leak at 2.17 nW
* Fillers at 991
* Synth flops at 68
* Tmin final at between 5 and 6 ns
* Synth cell types at slightly below 60
* Row cnt at 37
* Die area at roughly 0.011 mm²
* Launch point of the worst reg-to-reg path: count[0]
* Final worst slack at 2.70 ns
* Drt initial violations at about 240
* Clock buffer count from CTS at 9
* Largest net degree at the start of global routing at 56
* FP Core Util at 41.3%
* Non-Filler Instances at just under 700
* First-pass detailed-route iteration total at 5
* Cts hold-fix bufs at 0
* Synth Flop Type: dfrtp_1
* Number of setup buffers added after CTS at 0
* CP endpoint: data_out[3]
* Share of layout cells above drive strength 1 at 7.87%
* RSZ-0062 raised after global routing: false
* WL final at 13100 µm
* Average wire per standard cell at between 15 and 20 µm
* Vias in the first global route at about 3900
* Sink Count at 68
* I/O pins at 70
* Type of the most critical hold path: flop to flop
* Post-layout util at approximately 50%
* Hold WS at 0.506 ns
* Number of enable flip-flop cells at 0
* Overflow after GRT at 0
* Reg2reg setup slack at 4.70 ns
* Reg2reg path depth at 8
* Post-synth ARST share at 100%
* Maximum clock path buffer count at 2
* Max Slew Vio Count at 0
* Total tool warning count at 25
==> power by group <==
part / total [mW] / internal, mW / switching [mW]
clock network: 0.235 / 0.104 / 0.131
logic: 0.345 / 0.180 / 0.164
registers: 0.521 / 0.411 / 0.110
==> registers in the layout, indices dropped and copies added, names as in the netlist <==
signal and flops:
count 32, ctrl 4, preset 32
==> worst max-delay path, cell delays in order <==
cell	delay [ns]
clkdlybuf4s50_1	0.60
nor2b_2	0.64
buf_4	0.37
nand2_1	0.09
o21ai_0	0.09
clkdlybuf4s50_1	0.49
==> metrics by stage <==
step	power [mW]	instance area (µm²)
floorplan	0.724	4270
global placement	0.866	5050
detailed placement	0.870	5050
CTS	1.11	5210
global route	1.17	5210
finish	1.10	5210
==> synthesized netlist by cell type, types with 10 or more instances <==
master	number	area, µm²
a22o_1	36	315
clkbuf_1	28	105
dfrtp_1	68	1700
inv_1	10	37.5
mux2i_1	10	100
nand2_1	124	465
nand3_1	18	90.1
nor2_1	17	63.8
nor3_1	13	65.1
nor4_1	13	81.3
o21ai_0	13	65.1
o22ai_1	11	68.8
==> cell type report <==
class                           count  area, µm²  share of cell area, %
Inverter                           11       41.3                  0.793
Clock buffer                        9        124                   2.38
Sequential cell                    68       1700                   32.7
Clock inverter                      6       32.5                  0.625
Timing Repair Buffer               83        791                   15.2
Tap cell                          136        170                   3.27
Multi-Input combinational cell    382       2350                   45.1
==> kinds of logic (layout without fill, tap and decap cells) <==
family | after synthesis | count (layout) | share of synthesized area [%]
AOI/OAI and AO/OA | 132 | 132 | 24.2
xor gates and xnor gates | 8 | 8 | 1.64
adders and majority gates | 1 | 1 | 0.293
buffers and inverters | 54 | 109 | 5.22
DFF | 68 | 68 | 39.9
muxes | 14 | 14 | 3.40
and+or+nand+nor | 227 | 227 | 25.4
==> routing by layer <==
| layer | wire (µm) | track usage [%] | vias to the layer above |
|---|---|---|---|
| li1 | - | - | 1983 |
| met1 | 6080 | 38.7 | 2002 |
| met2 | 5980 | 38.4 | 139 |
| met3 | 795 | 3.47 | 21 |
| met4 | 234 | 3.22 | 0 |
| met5 | 0 | 0 | - |
==> how the worst min path moves through the flow <==
| stage | start | end | slack (ns) | cells past startpoint |
|---|---|---|---|---|
| finish | preset[0] | preset[0] | 0.51 | 2 |
| global route | preset[9] | preset[9] | 0.54 | 2 |
| CTS | preset[0] | preset[0] | 0.51 | 2 |
Power is estimated from default activity; no workload was simulated.
